==> flow/constraint.sdc <==
current_design reg_file

set clk_period 6.2
set clk_io_pct 0.2

create_clock -name clk0 -period $clk_period [get_ports {clk}]

set non_clock_inputs [all_inputs -no_clocks]
set_input_delay [expr $clk_period * $clk_io_pct] -clock clk0 $non_clock_inputs
set_output_delay [expr $clk_period * $clk_io_pct] -clock clk0 [all_outputs]
==> flow/config.mk <==
export PLATFORM = sky130hd
export DESIGN_NAME = reg_file
export DESIGN_NICKNAME = reg_file
export VERILOG_FILES = /design/flow/design.v
export SDC_FILE = /design/flow/constraint.sdc
export NUM_CORES = 4
export LEC_CHECK = 1
export CORE_UTILIZATION = 30
==> flow/design.v <==
module reg_file(
	input [4:0] a1, a2, a3,
	input [31:0] wd3,
	input clk, rst, we,
	output [31:0] rd1, rd2
);
reg [31:0] mem[31:0];
assign rd1 = mem[a1];
assign rd2 = mem[a2];
always @ (posedge clk) begin
	if (rst)
		mem[28] = 32'b0;
	if (we)
		mem[a3] <= wd3;
end
endmodule
==> flow/run.sh <==
#!/bin/bash
# OpenROAD 26Q1-2900-gdf79404cd8, Yosys 0.63+post, stock flow scripts
make -C /OpenROAD-flow-scripts/flow DESIGN_CONFIG=/design/flow/config.mk WORK_HOME=/design/flow/orfs finish
==> out/metrics.yaml <==
fillers: 15200
cts_setup_buffers: 0
crit_path_frequent_cell: "clkdlybuf4s50_1"
rows: 147
cts_made_buffers: 104
syn_area_per_cell_um2: 14.3
antenna_found_initial: 10
pre_cts_slack_ps: 817
fin_ws_ps: 742
yosys.cell_types.count: 25
comb_power_share: 0.097
synth_seq_share: 0.628
critical_path_class: "in2out"
min_period_ps: 5460
p_total_uw: 15600
finalSetupViolCount: 0
swShare: 0.233
worstHoldPathCells: 2
yosysChipArea_mm2: 0.0490
setup_tns_ps: 0
cts-htree-levels: 3
warning_count: 26
reg.largest.list: "mem (1024)"
status: "finished, final reports clean"
chip_area_mm2: 0.165
drt_first_pass_iters: 7
cts_max_path_buffers: 3
drv_cap: 0
hold_end: "mem[26][16]$_DFFE_PP_"
p_per_area_mw_per_mm2: 274
clock.fmax_mhz: 183
critPathArrivalTime_ps: 4220
crit_path_cell_trace: "clkdlybuf4s50_1, nor2b_4, buf_12, a22o_1, nor3_1, a31oi_1, nand3_1, clkdlybuf4s50_1"
critPathTopFamily: "buffers and inverters"
max-slew-margin-rel: 0.344
cp.required_ps: 4960
postRouteAntennaNets: 0
drc_errors: 0
drv_slew: 0
routed_wl_um: 161000
largest_register_ffs: 1024
syn_area_mm2: 0.0490
power_switching_uw: 3630
grt_pass1_wl_um: 228000
place_area_mm2: 0.0534
clock_power_share: 0.405
routedWlPerCell_um: 27.8
cts_sinks: 1024
regMostFlops: "mem"
critPathLaunchType: "primary input"
vias_per_cell: 5.43
clk_pin_slew_ps: 60
cts_resized: 0
core_area_mm2: 0.161
grt_max_degree: 79
holdCritPathClass: "in2reg"
ios: 114
synth_stat.cells: 3422
critPathBufInv: 3
port_buffers: 113
critPathMaxFanout: 69
place_hpwl_um: 93300
hold_ws_ps: 1350
drt-initial-drc-count: 2130
tightest_slew_ps: 985
syn_to_final_growth_pct: 15.9
die_w_um: 406
syn-instance-count: 3422
leakage_uw: 0.0206
first_global_vias: 32500
synth_flops: 1024
stdcell_area_mm2: 0.0568
max_stage_delay_ps: 620
vdd_drop_max_mv: 0.287
ctsHoldBuffers: 0
vias: 31500
place.gp.congestion: 0.880
slowest_stage: "clkdlybuf4s50_1"
synth_warnings: 1
dieHeight_um: 406
rsz0062_at_grt: "no"
hold_start: "wd3[16]"
final_hold_viol_count: 0
gr-total-overflow: 0
grt_usage: 0.204
initCoreUtil: 0.304
cts_root_buffer: "clkbuf_16"
antennaDiodeCount: 0
finalClockPeriodUsage: 0.880
drive_above_1_share: 0.102
share_seq_of_total_power: 0.498
cts_tree: "built"
power.internal_uw: 11900
end_kind: "primary output"
-- per-layer routing --
metal	global-route usage	part of all wire
met5	0.00595	0.00093
met4	0.0597	0.037
met2	0.313	0.46
met1	0.244	0.36
met3	0.122	0.14
-- layout by cell type (no fill, tap or decap), types with 26 or more instances in the layout --
cell	netlist	layout
a21oi_1	192	192
a22o_1	128	128
a22oi_1	192	192
a31oi_1	64	64
and2_1	34	32
buf_12	0	42
buf_4	57	136
clkbuf_16	0	106
clkdlybuf4s50_1	0	111
clkinv_1	0	26
edfxtp_1	1024	1024
mux2i_1	1024	1024
nand2_1	195	193
nand3_1	194	194
nor2_4	0	34
nor3_1	64	64
-- cell families (layout without fill, tap and decap cells) --
logic type      count (synthesis)  count (layout)  share of synthesized area
compound gates                576             576                     0.0801
buf+inv                       256             474                     0.0317
flops                        1024            1024                      0.628
mux                          1024            1024                      0.209
simple gates                  542             542                     0.0512
-- synth_stat cells (all sizes together) --
cell type  number  area (um2)
nand3         194         971
a22o          128        1120
or2             3        18.8
and2           34         213
a22oi         192        1440
or3b            3        26.3
mux2i        1024       10200
buf           174        1230
clkbuf         82         323
edfxtp       1024       30700
nor2b           4        25.0
a21oi         192         961
nand2b          4        25.0
nand3b          5        37.5
nand2         195         732
or3             1        6.26
nor2           35         134
nor3           64         320
a31oi          64         400
-- worst max-delay path by stage --
stage	startpoint	end	slack (ps)	depth (start not counted)
finish	a1[2]	rd1[21]	740	8
global route	a2[2]	rd2[21]	660	8
CTS	a1[0]	rd1[7]	800	8
-- power by group through the flow --
| stage | Combinational [uW] | Sequential, uW | Clock (uW) |
|---|---|---|---|
| 4_1_cts | 1500 | 7750 | 6380 |
| 5_1_grt | 1590 | 7760 | 6620 |
| 6_report | 1510 | 7750 | 6300 |
-- cell type report --
cell class / count / area [um2] / area share
clock buffer: 121 / 2710 / 0.0477
multi-input combinational: 2142 / 17000 / 0.299
timing repair buffer: 291 / 3000 / 0.0529
tap: 2160 / 2700 / 0.0476
sequential: 1024 / 30700 / 0.542
clock inverter: 62 / 628 / 0.0111
-- stage by stage --
stage          std cells   util
6_report            5800  0.352
5_1_grt             5800  0.352
4_1_cts             5800  0.352
3_5_place_dp        5617  0.331
3_3_place_gp        5617  0.331
2_1_floorplan       3422      -
Power is estimated from default activity; no workload was simulated.

<file path="flow/run.sh">
#!/bin/bash
# OpenROAD 26Q1-2900-gdf79404cd8, Yosys 0.63+post, stock flow scripts
make -C /OpenROAD-flow-scripts/flow DESIGN_CONFIG=/design/flow/config.mk WORK_HOME=/design/flow/orfs finish
</file>
<file path="flow/config.mk">
export PLATFORM = sky130hd
export DESIGN_NAME = adder
export DESIGN_NICKNAME = adder
export VERILOG_FILES = /design/flow/design.v
export SDC_FILE = /design/flow/constraint.sdc
export NUM_CORES = 4
export LEC_CHECK = 1
export CORE_AREA = 10 10 107 107
export DIE_AREA = 0 0 117 117
</file>
<file path="flow/constraint.sdc">
current_design adder

set clk_period 14.5
set clk_io_pct 0.2

create_clock -name clk0 -period $clk_period

set non_clock_inputs [all_inputs -no_clocks]
set_input_delay [expr $clk_period * $clk_io_pct] -clock clk0 $non_clock_inputs
set_output_delay [expr $clk_period * $clk_io_pct] -clock clk0 [all_outputs]
</file>
<file path="flow/design.v">
module adder(
	input [31:0] x, y,
	output [31:0] z
);
assign z = x + y;
endmodule
</file>
==> COMMIT_EDITMSG <==
Update PnR metrics after Yosys + OpenROAD run

- The final report lists the setup-violating endpoint count as 0.
- Pwr dens: 48.30 mW/mm²
* Netlist cell types: 50
- The critical path endpoint has a required time of 11.60 ns.
* Post-CTS repair timing setup buffer count: 0
* I/O pin cnt: 96
- In the log, the iteration count for the first detailed-route pass is 4.
* Highest attainable clock frequency: 113.6 MHz
- Data arrival at the endpoint of the critical path: 5.90 ns
* Slew of the pin with the lowest slew margin: 0.5226 ns
- The number of antenna violations at the first check in global routing is 0.
- Yosys warning total: 0
- Final hold analysis gives a worst-case slack of 6.832 ns.
- Once placement finished, the instance area stood at 0.002800 mm².
- After floorplanning, the core was sized to cover 0.009196 mm².
- Register area: 0 µm²
- Global-route total usage across every layer: 8.727%
- Clock buf count: 0
- Cts repair resizes: 0
* Setup TNS: 0 ns
- Detailed-route via count: 2093
- The worst setup path is launched from an input pin.
- In this run the static leakage power is 1.176 nW.
* Sum of overflow across all layers after global routing: 0
- DRC violation count after routing: 0
- Area growth syn-to-layout: 60.55%
* RSZ-0062 raised after global routing: no
- Flop count: 0
- By startpoint and endpoint, the worst setup path is classified as in2out.
* Number of placed instances with taps included: 437
* Main area contributors after synthesis: sky130_fd_sc_hd__ha_1 22%, sky130_fd_sc_hd__a21oi_1 8.3%, sky130_fd_sc_hd__a21o_1 8.2%
- Worst setup EP type: primary output
- Once the floorplan was initialized, standard cells occupied 18.97% of the core.
* Worst min path class: in2out
- Antenna diodes: 0
- A synthesized cell averages 7.237 µm².
- Cells fill 30.45% of the core in the end.
* Share of the clock period used by the worst path: 60.71%
- Per the OpenROAD floorplan log, the width of the die is 117 µm.
- Post-route insts no fill: 437
* Number of cells in Yosys stat: 241
* Number of placement rows: 35
- Detailed-route iteration 0 reported a violation count of 92.
- Looking at the VDD voltage map, the peak drop is 0.02035 mV.
* Final Hold Violation Tally: 0
- After layout, the minimum clock period comes to 8.803 ns.
- Count of buffers inserted at the top-level ports: 96
* YS chip area: 0.001744 mm²
- Post-synthesis cell type with the largest combined area: sky130_fd_sc_hd__ha_1
* Antenna-violating nets left: 0
* Post-layout instance area: 0.002800 mm²
* First-pass GRT wire length: 9929 µm
- Final count of pins violating max slew: 0
- The script logs the mean routed wire length per placed instance as 14.44 µm.
- Number of instances in the synthesized netlist: 241
- Per the final layout report, the fraction of cells sized above drive strength 1 comes to 3.067%.
- Die height: 117 µm
* Maximum fanout encountered on the critical timing path: 4
- Layout filler cell count: 967
- Before any placement, the netlist area is recorded as 0.001744 mm².
- The number of maximum-capacitance violations recorded for the run is 0.
- The synthesized design devotes to its leading area cell type 22.24% of total area.
- The chip occupies 0.01369 mm².
* Number of global-route vias before repair: 2097
* DPL Wire Length: 5557 µm
- Largest net degree at the start of global routing: 11
* Via density: 4.789
- Per the slew report, the remaining headroom to the max-slew limit stands at 64.26%.
- Wire length reported by the detailed router: 6309 µm
* Final estimated routing congestion in global placement: 0.8213
- The logs give a warning total of 32.
- For this design, the CTS-stage hold fixing added 0 buffers.
- The run finished with clean final reports.
- Proportion of synthesized chip area in sequential cells: 0%
[per-stage QoR]
stage | setup WS [ns] | power (mW)
5_1_grt | 5.502 | 0.1507
4_1_cts | 5.670 | 0.1373
2_1_floorplan | 6.875 | 0.06406
6_report | 5.697 | 0.1352
3_5_place_dp | 5.675 | 0.1362
3_3_place_gp | 5.720 | 0.1365
[metal layers]
layer  track usage, %  wire, µm  vias to the layer above
li1                 -         -                     1095
met1            11.16      2812                      946
met2            14.62      2824                       52
met3            3.199       671                        0
met4                0         0                        0
met5                0         0                        -
[synthesized netlist by cell type (4+ instances only)]
library cell and number:
sky130_fd_sc_hd__a21o_1 19, sky130_fd_sc_hd__a21oi_1 29, sky130_fd_sc_hd__clkbuf_1 8, sky130_fd_sc_hd__ha_1 31, sky130_fd_sc_hd__inv_1 6, sky130_fd_sc_hd__nand2_1 18, sky130_fd_sc_hd__nand3_1 10, sky130_fd_sc_hd__nand4_1 8
sky130_fd_sc_hd__nor2_1 12, sky130_fd_sc_hd__nor3_1 4, sky130_fd_sc_hd__o21ai_0 13, sky130_fd_sc_hd__o21bai_1 4, sky130_fd_sc_hd__xnor2_1 13, sky130_fd_sc_hd__xor2_1 15
[where the power goes]
group          internal [mW]  switching (mW)  leakage (nW)
clock network              0               0             0
registers                  0               0             0
logic                 0.0805          0.0548          1.18
total                 0.0805          0.0548          1.18
[logic make-up after synthesis]
kind of cell,share of synthesized area [%]
AOI/OAI and AO/OA,39.31
xor gates and xnor gates,14.06
adders and majority gates,23.39
buffers and inverters,3.802
muxes,1.148
and+or+nand+nor,18.29
[layout make-up]
type / count / area [µm²] / share of cell area, %
tap: 111 / 138.9 / 4.960
multi-input combinational: 224 / 1678 / 59.92
inverter: 6 / 22.52 / 0.8043
timing repair buffer: 96 / 960.9 / 34.32
[layout by cell type, fill, tap and decap left out, types with 6 or more instances in the layout]
cell,instances
sky130_fd_sc_hd__a21o_1,19
sky130_fd_sc_hd__a21oi_1,29
sky130_fd_sc_hd__clkdlybuf4s50_1,96
sky130_fd_sc_hd__ha_1,31
sky130_fd_sc_hd__inv_1,6
sky130_fd_sc_hd__nand2_1,18
sky130_fd_sc_hd__nand3_1,10
sky130_fd_sc_hd__nand4_1,8
sky130_fd_sc_hd__nor2_1,12
sky130_fd_sc_hd__o21ai_0,13
sky130_fd_sc_hd__xnor2_1,13
sky130_fd_sc_hd__xor2_1,15
[worst max-delay path, stage by stage]
cell and delay (ns):
sky130_fd_sc_hd__clkdlybuf4s50_1 0.40, sky130_fd_sc_hd__ha_1 0.24, sky130_fd_sc_hd__fa_1 0.41, sky130_fd_sc_hd__a21o_1 0.22, sky130_fd_sc_hd__a31o_2 0.28, sky130_fd_sc_hd__nand3_1 0.09, sky130_fd_sc_hd__o221ai_1 0.24, sky130_fd_sc_hd__a311oi_1 0.37
sky130_fd_sc_hd__o21bai_1 0.12, sky130_fd_sc_hd__xor2_1 0.13, sky130_fd_sc_hd__clkdlybuf4s50_1 0.50
[worst paths after layout]
check	depth (start not counted)	slack, ns	startpoint	to
worst max-delay path	11	5.70	y[0]	z[26]
worst min-delay path	3	6.83	x[0]	z[0]
Power figures rest on the tool's default switching activity, not on a simulated workload.
